`./design.v`:
```
`timescale 1ns/1ps
module cardinal_nic (
    input  wire        clk,         
    input  wire        reset,       
    input  wire [1:0]  addr,        
    input  wire [63:0] d_in,        
    output reg  [63:0] d_out,       
    input  wire        nicEn,       
    input  wire        nicEnWr,     
    input  wire        net_si,      
    output reg         net_ri,      
    input  wire [63:0] net_di,      
    output reg         net_so,      
    input  wire        net_ro,      
    output wire [63:0] net_do,      
    input  wire        net_polarity 
);
    localparam [1:0] ADDR_IN_BUF     = 2'b00,   
                     ADDR_IN_STATUS  = 2'b01,   
                     ADDR_OUT_BUF    = 2'b10,   
                     ADDR_OUT_STATUS = 2'b11;   
    reg [63:0] input_buffer;    
    reg [63:0] output_buffer;   
    reg        input_status;    
    reg        output_status;   
    localparam integer VC_BIT = 0;
    assign net_do = output_buffer;
    always @(posedge clk) begin
        if (reset) begin
            input_buffer  <= 64'b0;
            output_buffer <= 64'b0;
            input_status  <= 1'b0;
            output_status <= 1'b0;
            net_ri <= 1'b1;    
            net_so <= 1'b0;    
            d_out  <= 64'b0;   
        end else begin
            net_so <= 1'b0;   
            if (!nicEn) begin
                d_out <= 64'b0;
            end else if (nicEnWr) begin
                case (addr)
                    ADDR_OUT_BUF: begin
                        if (!output_status) begin
                            output_buffer <= d_in;     
                            output_status <= 1'b1;     
                        end
                    end
                    default: begin
                    end
                endcase
            end else begin
                case (addr)
                    ADDR_IN_BUF: begin
                        if (input_status) begin
                            d_out <= input_buffer;     
                            input_status <= 1'b0;      
                            net_ri <= 1'b1;            
                            input_buffer <= 64'b0;     
                        end else begin
                            d_out <= input_buffer;
                        end
                    end
                    ADDR_IN_STATUS: begin
                        d_out <= {63'b0, input_status};
                    end
                    ADDR_OUT_BUF: begin
                        d_out <= 64'b0;   
                    end
                    ADDR_OUT_STATUS: begin
                        d_out <= {63'b0, output_status};   
                    end
                endcase
            end   
            if (net_si && !input_status) begin
                input_buffer <= net_di;    
                input_status <= 1'b1;      
                net_ri <= 1'b0;            
            end
            if (output_status && net_ro && (output_buffer[VC_BIT] == net_polarity)) begin
                net_so <= 1'b1;           
                output_status <= 1'b0;    
            end
        end
    end
endmodule
```
`./run.sh`:
```
#!/bin/bash
# OpenROAD 26Q1-2900-gdf79404cd8, Yosys 0.63+post, stock flow scripts
make -C /OpenROAD-flow-scripts/flow DESIGN_CONFIG=/design/flow/config.mk WORK_HOME=/design/flow/orfs finish
```
`./config.mk`:
```
export PLATFORM = sky130hd
export DESIGN_NAME = cardinal_nic
export DESIGN_NICKNAME = cardinal_nic
export VERILOG_FILES = /design/flow/design.v
export SDC_FILE = /design/flow/constraint.sdc
export NUM_CORES = 4
export LEC_CHECK = 1
export CORE_UTILIZATION = 30
```
`./constraint.sdc`:
```
current_design cardinal_nic

set clk_period 3.8
set clk_io_pct 0.2

create_clock -name clk0 -period $clk_period [get_ports {clk}]

set non_clock_inputs [all_inputs -no_clocks]
set_input_delay [expr $clk_period * $clk_io_pct] -clock clk0 $non_clock_inputs
set_output_delay [expr $clk_period * $clk_io_pct] -clock clk0 [all_outputs]
```
==> results.cfg <==
; flow metrics
[status]
status = finished clean

[hold_path]
hold_depth = 2
worstHoldPathType = reg2reg

[detailed_routing]
drcViolationCount = 0
via_per_inst = 4.48
post_drt_wl_per_cell_um = 15.1
drt-total-wl_um = 20600
ant_nets = 0
num_vias = 6101
diodes = 0
drtIter0Drc = 321
firstDrtPassIters = 4

[synthesis]
ys_area_sq_um = 7540
synth_area_per_cell_sq_um = 9.51
synthTopLogicFamily = simple AND/OR/NAND/NOR gates
simple_gate_area_share_pct = 21.2
ys_sh_mux_pct = 8.64
xor_share_pct = 0.116
postSynthSeqShare_pct = 52.0
yosys.area_share.aoi_pct = 12.9
postSynthCellCount = 793
synthAdderAreaFrac_pct = 0
numSynthFlops = 196
synth_cell_types = 25
yosys_warnings = 1
synth_area_sq_um = 7540
ys_cells = 793

[die]
num_rows = 57
initial_utilization_pct = 30.8
die_y_um = 161
ios = 267
die-area_sq_um = 25800
fp.dieW_um = 161
core-area_sq_um = 24500

[timing]
post-route-min-period_ns = 2.21
setup_violations = 0
grt_setup_unrepaired = no
worst_slew_pin_slew_ns = 0.780
drv_slew = 0
setup_tns_ns = 0
skew_ns = 0.0115
period_used_pct = 58.1
hold_viol = 0
slew_headroom_pct = 48.0
max_freq_mhz = 453

[power_and_ir_drop]
finalPower_w = 0.00442
power.density_nw_per_um2 = 402
p_leak_nw = 3.74
irDropWorstVdd_mv = 0.306

[clock_tree]
cts_resized = 0
cts_buffers = 17
clkTransAtPathRegs_ns = 0.07
holdBufCountCts = 0
cts_setup_buffers = 0
worstSkewPairLatency_ns = 0.42
clock-root-buffer = clkbuf_16
clock_sink_count = 196
clk_path_buf_depth = 2
cts_tree = built
h-tree-depth = 4

[critical_path]
cp_slowest_stage_delay_ns = 0.62
required_ns = 4.15
worst-path-max-fanout = 30
cp.arrival_ns = 2.56
crit_type = in2reg
end_kind = register
path_cells = clkdlybuf4s50_1 > nor2_1 > and4_4 > buf_4 > mux2i_1
cpMaxStageDelayCell = and4_4
r2r_slack_ns = 2.04
start_kind = input port
reg2reg_depth = 4

[layout]
logic_area_sq_um = 3260
layout_top_cell = clkdlybuf4s50_1
drive_gt1_share_pct = 8.57
most-common-layout-cells = clkdlybuf4s50_1 (264), dfxtp_1 (196), nand2_1 (129)
syn2layout_area_growth_pct = 45.9
seqCellArea_sq_um = 3920
fillerInstances = 2299
final_cell_area_sq_um = 11000

[flow_run]
cap_violations = 0
warning_count = 27

[global_routing]
grt_pass1_wl_um = 32300
grt_pass1_vias = 5727
grt_usage_pct = 16.1
grt_max_degree = 103
antenna_found_initial = 1
overflow = 0

[placement]
dp_hpwl_um = 13400
placed_area_sq_um = 10400
portBuffers = 266
gp_congestion = 0.800
## registers in the layout (all words and copies together) (netlist names)
signal and flops:
d_out 64, input_buffer 64, output_buffer 64, input_status 1, net_ri 1, net_so 1
output_status 1
## worst paths after layout
kind / start / end
worst max-delay path: addr[0] / output_buffer[57]
worst min register to register: input_buffer[60] / input_buffer[60]
worst max register to register: output_status / output_buffer[57]
worst min-delay path: input_buffer[60] / input_buffer[60]
## critical path: cells and delay by family
kind                   cells  cell delay, ns
buffers and inverters      2            0.78
AND/OR/NAND/NOR            2            0.78
multiplexers               1            0.20
## final cells by class
class	count	area share, %
Clock buffer	18	3.90
Clock inverter	14	1.69
Inverter	2	0.0682
Multi-Input combinational cell	532	29.6
Sequential cell	196	35.7
Tap cell	324	3.68
Timing Repair Buffer	276	25.4
## cells in the mapped netlist, drive strengths merged
library cell    n  share of area (%)
a221oi          1               0.12
a21oi          66                6.4
a22oi          63                6.3
nand2         129                6.4
nand2b        130                 11
clkbuf         23                1.1
and4            1               0.12
o21ai           1              0.066
dfxtp         196                 52
a31o            1               0.12
nand4           1              0.083
mux2i          64                8.5
mux2            1               0.15
nor2b           2               0.17
nor2           67                3.3
buf            40                3.8
nand3           1              0.066
nor4            1              0.083
inv             2               0.10
xor2            1               0.12
nor3            2               0.13
## cell families (layout without fill, tap and decap cells)
family / after synthesis / in the layout
muxes: 65 / 65
xor gates and xnor gates: 1 / 1
buffers and inverters: 65 / 310
DFF: 196 / 196
AOI/OAI and AO/OA: 132 / 132
and+or+nand+nor: 334 / 334
## stage by stage
step | hold WS (ns) | std cells | setup WS (ns) | util [%]
floorplan | 0.413 | 793 | 2.18 | -
global placement | 0.442 | 1330 | 1.16 | 42.5
detailed placement | 0.448 | 1330 | 1.14 | 42.5
CTS | 0.458 | 1362 | 1.59 | 45.0
global route | 0.474 | 1362 | 1.48 | 45.0
finish | 0.455 | 1362 | 1.59 | 45.0
## layer usage
| metal | up-vias | track usage (%) | routed length (um) |
|---|---|---|---|
| li1 | 3088 | - | - |
| met1 | 2815 | 23.7 | 9740 |
| met2 | 193 | 23.9 | 8760 |
| met3 | 5 | 6.30 | 1990 |
| met4 | 0 | 0.952 | 106 |
| met5 | - | 0 | 0 |
## where the power goes
| part | switching (W) | total [W] | internal (W) |
|---|---|---|---|
| logic | 0.000190 | 0.000436 | 0.000246 |
| registers | 0.0000297 | 0.00214 | 0.00211 |
| clock network | 0.000891 | 0.00184 | 0.000952 |
No activity file was given, so power comes from the tool's default toggle rates.
