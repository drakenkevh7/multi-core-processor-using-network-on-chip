**design.v**
```verilog
`timescale 1ns/1ps
module input_ctrl (
	input  wire        clk,
	input  wire        reset,  
	input  wire        polarity,  
	input  wire        send_in,  
	output reg         ready_in,  
	input  wire [63:0] data_in,  
	input  wire        clear_even,
	input  wire        clear_odd,
	output reg         valid_even,
	output reg         valid_odd,
	output reg  [63:0] data_even,
	output reg  [63:0] data_odd
);
    wire ext_even =  polarity;   
    wire ext_odd  = ~polarity;   
    wire can_accept_even = ext_even && !valid_even;
    wire can_accept_odd  = ext_odd  && !valid_odd;
    always @(*) begin
        ready_in <= ext_even ? ~valid_even : ~valid_odd;
    end
	always @(posedge clk) begin
		if (reset) begin
			ready_in   <= 1'b1;
			valid_even <= 1'b0;
			valid_odd  <= 1'b0;
			data_even  <= 64'b0;
			data_odd   <= 64'b0;
		end
		else begin
            if (send_in && can_accept_even) begin
                data_even  <= data_in;
                valid_even <= 1'b1;
            end
            if (send_in && can_accept_odd) begin
                data_odd   <= data_in;
                valid_odd  <= 1'b1;
            end
			if (clear_even) valid_even <= 1'b0;
			if (clear_odd)  valid_odd  <= 1'b0;			
		end
	end
endmodule
```
**run.sh**
```bash
#!/bin/bash
# OpenROAD 26Q1-2900-gdf79404cd8, Yosys 0.63+post, stock flow scripts
make -C /OpenROAD-flow-scripts/flow DESIGN_CONFIG=/design/flow/config.mk WORK_HOME=/design/flow/orfs finish
```
**config.mk**
```make
export PLATFORM = sky130hd
export DESIGN_NAME = input_ctrl
export DESIGN_NICKNAME = input_ctrl
export VERILOG_FILES = /design/flow/design.v
export SDC_FILE = /design/flow/constraint.sdc
export NUM_CORES = 4
export LEC_CHECK = 1
export CORE_UTILIZATION = 50
```
**constraint.sdc**
```tcl
current_design input_ctrl

set clk_period 3.6
set clk_io_pct 0.2

create_clock -name clk0 -period $clk_period [get_ports {clk}]

set non_clock_inputs [all_inputs -no_clocks]
set_input_delay [expr $clk_period * $clk_io_pct] -clock clk0 $non_clock_inputs
set_output_delay [expr $clk_period * $clk_io_pct] -clock clk0 [all_outputs]
```
==> impl_metrics.tcl <==
# metrics dict for downstream scripts
set metrics [dict create \
    ctsHoldBuffers 0 \
    yosysMostFrequentCell "nand2b_1" \
    io-pin-count 201 \
    hold_end "data_even[27]" \
    cts_root_buf "clkbuf_8" \
    gp_congestion 0.842 \
    viasPerCell 4.70 \
    drtIter0Drc 114 \
    synth_area_um2 5400 \
    ys.flops 130 \
    hold_violations 0 \
    arrival_ns 2.62 \
    yosysUniqueCellTypes 18 \
    die.size.y_um 106 \
    hold_path_class "register to register" \
    overflow 0 \
    setup.worst_path.class "primary input to register" \
    hpwl_um 7860 \
    area_growth_pct 47.2 \
    max-clock-path-buffers 2 \
    coreArea_um2 10400 \
    maxSlewViolCount 0 \
    common_cells "nand2b_1, dfxtp_1, mux2i_1, clkbuf_1, buf_4" \
    r2r_start "valid_odd" \
    place_inst 801 \
    synth_top_area_share_pct 48.2 \
    tns_ns 0 \
    fill_cells 665 \
    cts_buffers 17 \
    fp.dieW_um 106 \
    detail-route-antenna-nets 0 \
    setup_viol 0 \
    max-slew-margin-rel_pct 45.8 \
    warnings 29 \
    syn_inst 496 \
    fin_cells 833 \
    yosys_area_um2 5400 \
    drc_errors 0 \
    endpoint_kind "register" \
    die_area_um2 11200 \
    htreeDepth 4 \
    finalClockSkew_ns 0.00624 \
    min_path_cells 2 \
    critPathRequiredTime_ns 4.02 \
    routed_wirelength_um 11700 \
    worst_pin_slew_ns 0.813 \
    fmax_mhz 454 \
    largest_area_cell "dfxtp_1" \
    cts_setup_buffers 0 \
    layout-drive-gt1-share_pct 5.88 \
    cts-resized-gates 0 \
    timing.rr.end "data_odd[44]" \
    synth.avg_cell_area_um2 10.9 \
    drt_first_pass_iters 4 \
    fin_crit_ns 2.20 \
    path_clk_slew_ns 0.06 \
    yosys_most_used_dff "dfxtp_1" \
    portBuffers 199 \
    worstSkewPairLatency_ns 0.50 \
    synth_stat.cells 496 \
    outcome "complete, no violations" \
    rrSetupSlack_ns 1.84 \
    grt_first_pass_wirelength_um 18800 \
    cts_num_sinks 130 \
    ff2ff_path_depth 3 \
    yosysWarnings 3 \
    flop_area_um2 2600 \
    hold_start "data_even[27]" \
    rsz0062_at_grt "no" \
    via_count 3913 \
    synth.yosys.seq_area_share_pct 48.2 \
    cts_tree "done" \
    comb_area_um2 2560 \
    routedWlPerCell_um 14.0 \
    fp_util_pct 51.9 \
    grt_pass1_vias 3911 \
    ys_async_sr_fraction_pct 0 \
    grt_use_total_pct 21.5 \
    ir_worst_vdd_mv 0.260 \
    maxCapViolCount 0 \
    fin_crit_sh_pct 61.1 \
    cp_max_fo 29 \
    cp-start-kind "primary input" \
    diodes 0 \
    top_cells_by_area "dfxtp_1, mux2i_1, nand2b_1" \
    row_count 37 \
    grt_max_degree 120 \
    p_per_area_nw_per_um2 455 \
    edf_count 0 \
    p_leak_nw 3.21 \
    antenna_found_initial 0 \
]
-- cells in the final DEF, fill, tap and decap left out, drive strengths merged --
master and count:
clkdlybuf4s50 198, nand2b 192, dfxtp 130, mux2i 128, clkbuf 20, buf 7
clkinv 6, clkinvlp 3, bufinv 2, and3b 1, nor3b 1, or3b 1
a21oi 1, nor3 1, nor2b 1, nor2 1, o21a 1, nand3b 1
conb 1, inv 1
-- logic make-up (layout without fill, tap and decap cells) --
| kind of cell | count (synthesis) | count (layout) | share of synthesized area [%] |
|---|---|---|---|
| buffers and inverters | 36 | 237 | 4.61 |
| AND/OR/NAND/NOR | 199 | 199 | 23.2 |
| multiplexers | 128 | 128 | 23.7 |
| AND-OR/OR-AND | 2 | 2 | 0.232 |
| flip-flops | 130 | 130 | 48.2 |
| other | 1 | 1 | 0.0694 |
-- layer usage --
metal / track usage (%) / part of all wire (%) / vias to the layer above / wire [µm]
met3: 7.69 / 8.6 / 10 / 1010
met1: 32.4 / 46 / 1773 / 5350
met2: 32.1 / 45 / 135 / 5210
met4: 2.58 / 1.0 / 0 / 117
met5: 0 / 0 / - / 0
li1: - / - / 1995 / -
-- how the worst max path moves through the flow --
stage,from,cells after the start,endpoint,slack (ns)
CTS,send_in,4,data_odd[44],1.39
global route,send_in,4,data_odd[44],1.29
finish,send_in,4,data_odd[44],1.40
-- area by class of cell --
cell class	count	area share, %
Clock buffer	20	5.60
Clock inverter	12	1.67
Multi-Input combinational cell	330	32.1
Sequential cell	130	32.7
Tap cell	136	2.14
Timing Repair Buffer	205	25.7
-- report_power, final --
group	switching (W)	internal [W]	total, W
clock network	0.000614	0.00102	0.00164
logic	0.000133	0.000290	0.000423
registers	0.0000412	0.00152	0.00156
-- worst max-delay path, stage by stage --
cell and delay [ns]:
clkdlybuf4s50_1 0.49, or3b_4 0.67, buf_4 0.48, mux2i_1 0.24
-- metrics by stage --
step	utilization, %	hold WS (ns)	power (W)	worst slack (ns)	instance area, µm²
4_1_cts	76.4	0.473	0.00365	1.39	7960
3_5_place_dp	70.8	0.460	0.00201	0.893	7380
2_1_floorplan	-	0.434	0.00177	1.99	5400
5_1_grt	76.4	0.484	0.00376	1.29	7960
6_report	76.4	0.470	0.00362	1.40	7960
3_3_place_gp	70.8	0.457	0.00201	0.937	7380
-- state kept, by name, indices dropped and copies added (netlist names) --
signal      cells
data_even      64
data_odd       64
valid_even      1
valid_odd       1
Power is estimated from default activity; no workload was simulated.
