[design/flow/design.v]
`timescale 1ns/1ps
module output_ctrl (
	input  wire        clk,
	input  wire        reset,  
	input  wire        polarity,  
	input  wire        ready_out,  
	output reg         send_out,  
	output reg [63:0] data_out,  
	input  wire [63:0] data_even,
	input  wire        en_even,
	input  wire [63:0] data_odd,
	input  wire        en_odd,
	output reg         empty_even,
	output reg         empty_odd
);
	reg [63:0] output_buffer_data_even,  output_buffer_data_odd;
    reg        output_buffer_valid_even, output_buffer_valid_odd;
	always @(*) begin
		data_out = polarity ? output_buffer_data_even : output_buffer_data_odd;
		send_out = polarity ? (output_buffer_valid_even & ready_out) : (output_buffer_valid_odd & ready_out);
		empty_even = !output_buffer_valid_even;
		empty_odd  = !output_buffer_valid_odd;
	end
	always @(posedge clk) begin
		if (reset) begin
			output_buffer_data_even <= 64'b0;
			output_buffer_data_odd  <= 64'b0;
			output_buffer_valid_even <= 1'b0;
			output_buffer_valid_odd  <= 1'b0;
		end
		else begin
			if (polarity) begin
				if (en_odd && !output_buffer_valid_odd) begin
					output_buffer_data_odd <= data_odd;
					output_buffer_valid_odd <= en_odd;
				end
			end
			else begin
				if (en_even && !output_buffer_valid_even) begin
					output_buffer_data_even  <= data_even;
					output_buffer_valid_even <= en_even;
				end
			end
			if (!polarity && output_buffer_valid_odd  && ready_out) output_buffer_valid_odd  <= 1'b0;
            if (polarity  && output_buffer_valid_even && ready_out) output_buffer_valid_even <= 1'b0;
		end
	end
endmodule
[design/flow/run.sh]
#!/bin/bash
# OpenROAD 26Q1-2900-gdf79404cd8, Yosys 0.63+post, stock flow scripts
make -C /OpenROAD-flow-scripts/flow DESIGN_CONFIG=/design/flow/config.mk WORK_HOME=/design/flow/orfs finish
[design/flow/config.mk]
export PLATFORM = sky130hd
export DESIGN_NAME = output_ctrl
export DESIGN_NICKNAME = output_ctrl
export VERILOG_FILES = /design/flow/design.v
export SDC_FILE = /design/flow/constraint.sdc
export NUM_CORES = 4
export LEC_CHECK = 1
export CORE_UTILIZATION = 50
[design/flow/constraint.sdc]
current_design output_ctrl

set clk_period 3.6
set clk_io_pct 0.2

create_clock -name clk0 -period $clk_period [get_ports {clk}]

set non_clock_inputs [all_inputs -no_clocks]
set_input_delay [expr $clk_period * $clk_io_pct] -clock clk0 $non_clock_inputs
set_output_delay [expr $clk_period * $clk_io_pct] -clock clk0 [all_outputs]
==> results.toml <==
# yosys + openroad results
[run_status]
status = "completed"

[synthesis]
synth_cell_types = 17
syn_area_per_cell_um2 = 8.25
netlist_instances = 644
yosys_area_mm2 = 0.00531
synthesis.area_mm2 = 0.00531
yosys_warnings = 1
ys_seq_share_pct = 49.0
ys_ff = 130
yosys_cells = 644

[critical_path]
cp.arrival_ps = 2200
cp_num_buf_inv = 3
slowest_stage = "clkdlybuf4s50_1"
crit_family = "buffers and inverters"
critPathKind = "in -> out"
cp_max_fo = 25
cp.required_ps = 2880
rrSetupSlack_ps = 1870
critPathLaunchType = "primary input"
rr_endpoint = "output_buffer_data_even[4]$_SDFFE_PP0P_"
worst_path_largest_cell_delay_ps = 430
crit_chain = "buf_2, buf_12, mux2_2, clkdlybuf4s50_1"
critPathCaptureType = "primary output"
r2r_start = "output_buffer_valid_even$_SDFFE_PP0P_"
cp.depth = 4
ff2ff_path_depth = 4

[detailed_routing]
drc = 0
antenna_left = 0
viasPerCell = 5.05
antenna_cells = 0
num_vias = 4924
dr.pass1.iters = 4
post_drt_wl_per_cell_um = 14.3
wl_um = 14000
drtIter0Drc = 168

[timing]
setup_viol = 0
rsz0062_at_grt = "no"
drv_slew = 0
hold_viol = 0
finalCriticalPeriod_ps = 2920
period_used_pct = 81.1
max_slew.worst_pin.slew_ps = 705
finalSetupTns_ps = 0
fmax_mhz = 342
fin_skew_ps = 4.66
relSlewSlack_pct = 53.0

[min_path]
hp-class = "reg -> reg"
min_to = "output_buffer_data_odd[22]$_SDFFE_PP0P_"
hp-start = "output_buffer_data_odd[22]$_SDFFE_PP0P_"
whs_path_depth = 2

[die]
rows = 37
initCoreUtil_pct = 51.5
dieHeight_um = 105
io_pins = 201
coreArea_mm2 = 0.0103
chipArea_mm2 = 0.0110
die_w_um = 105

[clocking]
clock_sinks = 130
clk_pin_slew_ps = 60
cts.path.max_buffers = 2
cts_hold_buf = 0
clock_latency_ps = 500
cts_buffers = 17
root_buffer = "clkbuf_8"
cts_resized = 0
cts_tree = "built"
post_cts_buffers = 0
cts.htree.levels = 4

[power]
swShare_pct = 21.9
seqPwrFrac_pct = 43.3
p_switching_uw = 780
clkPwrFrac_pct = 43.8
ir_worst_vdd_v = 0.000501
pwr-share-comb_pct = 12.9
power_density_mw_per_mm2 = 452
cellLeakagePower_uw = 0.00296
total_power_uw = 3550
internal_power_uw = 2770

[global_routing]
grt_pass1_wl_um = 22600
grt_max_degree = 69
grt_overflow = 0
grt_pass1_vias = 4774
antenna_found_initial = 0
track_usage_pct = 26.4

[cells_and_area]
area_growth_syn_to_layout_pct = 48.0
drive_above_1_share_pct = 12.9

[placed_design]
gp_congestion = 0.847
port_buffers = 200
dp_hpwl_um = 8880

[flow_run]
drv_cap = 0
tool_warnings = 26
==> routing by layer <==
metal / wire length, um / part of all wire (%) / GRT usage (%) / vias to the layer above
li1: - / - / - / 2472
met1: 6230 / 45 / 38.3 / 2276
met2: 6420 / 46 / 41.8 / 164
met3: 1150 / 8.2 / 8.07 / 12
met4: 164 / 1.2 / 3.12 / 0
met5: 0 / 0 / 0 / -
==> cell type report <==
cell class / count / area, um2
flip-flops and latches: 130 / 2600
fillers: 693 / 2460
multi-input cells: 461 / 2410
repair buffers: 213 / 2130
clock buffers: 27 / 492
well taps: 136 / 170
clock inverters: 5 / 50.0
inverters: 3 / 11.3
==> sequential cells by signal, summed over array words and instances (netlist names) <==
| register | flops |
|---|---|
| output_buffer_data_odd | 64 |
| output_buffer_valid_even | 1 |
| output_buffer_valid_odd | 1 |
| output_buffer_data_even | 64 |
==> worst reg2reg max path: stages (launching register included) <==
cell	delay, ps
dfxtp_1	350
or3b_2	770
buf_4	320
nand2_1	100
a21oi_1	70
==> placed cells by master, fill, tap and decap left out, drive strengths merged <==
cell	n
and3b	1
nand2	258
inv	3
clkinv	4
nor3b	1
or3b	1
buf	15
clkbuf	27
nor2	2
clkdlybuf4s50	198
bufinv	1
mux2	64
a21oi	130
nand3b	1
dfxtp	130
o21ai	1
mux2i	1
nor2b	1
==> power by group through the flow <==
stage / Combinational [uW] / Clock (uW) / Sequential, uW
CTS: 462 / 1580 / 1540
finish: 459 / 1560 / 1540
global route: 501 / 1650 / 1550
==> cell usage after synthesis <==
| cell type | n | share of area [%] |
|---|---|---|
| a21oi_1 | 130 | 12 |
| and3b_1 | 1 | 0.16 |
| buf_2 | 22 | 2.1 |
| buf_4 | 6 | 0.85 |
| buf_6 | 8 | 1.7 |
| clkbuf_1 | 14 | 0.99 |
| dfxtp_1 | 130 | 49 |
| inv_1 | 3 | 0.21 |
| mux2_2 | 64 | 14 |
| mux2i_1 | 1 | 0.19 |
| nand2_1 | 258 | 18 |
| nand3b_1 | 1 | 0.14 |
| nor2_1 | 2 | 0.14 |
| nor2b_1 | 1 | 0.12 |
| nor3b_1 | 1 | 0.14 |
| o21ai_0 | 1 | 0.094 |
| or3b_1 | 1 | 0.16 |
==> stage by stage <==
step / worst slack, ps / cells / instance area (um2) / util [%] / hold WS (ps)
floorplan: 1330 / 644 / 5310 / - / 433
global placement: 684 / 943 / 7320 / 70.9 / 438
detailed placement: 686 / 943 / 7320 / 70.9 / 445
CTS: 675 / 975 / 7860 / 76.2 / 453
global route: 601 / 975 / 7860 / 76.2 / 469
finish: 680 / 975 / 7860 / 76.2 / 451
==> logic make-up (layout without fill, tap and decap cells) <==
family	after synthesis	after routing	share of synthesized area, %
AOI/OAI and AO/OA	131	131	12.3
buffers and inverters	53	248	5.82
DFF	130	130	49.0
muxes	65	65	13.8
and+or+nand+nor	265	265	19.1
==> how the worst max path moves through the flow <==
| stage | from | end | slack, ps |
|---|---|---|---|
| after CTS | polarity | data_out[38] | 680 |
| after global routing | polarity | data_out[38] | 600 |
| final | polarity | data_out[63] | 680 |
Power and IR drop assume default switching activity.
